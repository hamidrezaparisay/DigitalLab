$ cat flow/config.mk
export PLATFORM = sky130hd
export DESIGN_NAME = alu
export DESIGN_NICKNAME = alu
export VERILOG_FILES = /design/flow/design.v
export SDC_FILE = /design/flow/constraint.sdc
export NUM_CORES = 4
export LEC_CHECK = 1
export CORE_UTILIZATION = 30
$ cat flow/constraint.sdc
current_design alu

set clk_period 55.5
set clk_io_pct 0.2

create_clock -name clk0 -period $clk_period

set non_clock_inputs [all_inputs -no_clocks]
set_input_delay [expr $clk_period * $clk_io_pct] -clock clk0 $non_clock_inputs
set_output_delay [expr $clk_period * $clk_io_pct] -clock clk0 [all_outputs]
$ cat flow/design.v
module alu(control,data1,data2,out,zero);
input [3:0] control;
input [63:0] data1,data2;
output [63:0] out;
output zero;
wire [63:0] result0,result1;
wire c_out0,c_out1;
reg[63:0] data_temp;
full_adder #(.WIDTH(64)) f(.a(({64{~control[2]}} & data2) | ({64{control[2]}} & (~data2))),.b(64'h0000000000000000),.c_in(control[2] & (1'b1)),.result(result0),.c_out(c_out0));
full_adder #(.WIDTH(64)) f0(.a(data1),.b(result0),.c_in(1'b0),.result(result1),.c_out(c_out1));
assign out=({64{control[0]}} & (data1 | data2)) | ({64{control[1]}} & (result1)) | ({64{~(control[0]^control[1])}} & (data1 & data2));
assign zero= ~(|out);
endmodule
module full_adder(a,b,c_in,result,c_out);
parameter WIDTH=1;
input [WIDTH-1:0] a;
input [WIDTH-1:0] b;
input c_in;
output [WIDTH-1:0] result;
output c_out;
wire [WIDTH:0] c_out_temp;
genvar i;
assign c_out_temp[0]=c_in;
generate
for(i=0;i<WIDTH;i=i+1) 
begin : make_hadders
	half_adder s(a[i],b[i],c_out_temp[i],result[i],c_out_temp[i+1]);
end
endgenerate
assign c_out=c_out_temp[WIDTH];
endmodule
module half_adder(a,b,c_in,result,c_out);
input a,b,c_in;
output result,c_out;
assign result=a^b^c_in;
assign c_out=(a&b) | (a&c_in) | (b&c_in);
endmodule
$ cat flow/run.sh
#!/bin/bash
# OpenROAD 26Q1-2900-gdf79404cd8, Yosys 0.63+post, stock flow scripts
make -C /OpenROAD-flow-scripts/flow DESIGN_CONFIG=/design/flow/config.mk WORK_HOME=/design/flow/orfs finish
==> impl_metrics.env <==
# source this file to load flow results
export IMPL_drc_errors=0
export IMPL_core_area_um2=13900
export IMPL_grt_pass1_wl_mm=20.7
export IMPL_ys_seq_share=0
export IMPL_worstHoldPathType="input pin to primary output"
export IMPL_warnings=34
export IMPL_grt_start_max_net_pins=75
export IMPL_synth_area_um2=4280
export IMPL_drt_iter0_markers=146
export IMPL_top_cell="nand2_1"
export IMPL_max_slew_margin_rel=0.490
export IMPL_hpwl_mm=10.5
export IMPL_cp_start_kind="input pin"
export IMPL_ys_cells=509
export IMPL_cts_resized=0
export IMPL_tns_ns=0
export IMPL_avgSynthCellArea_um2=8.40
export IMPL_first_global_vias=4213
export IMPL_hold_viol=0
export IMPL_die_y_um=121
export IMPL_crit_path_end_kind="primary output"
export IMPL_flops=0
export IMPL_rsz0062_at_grt="false"
export IMPL_irDropWorstVdd_v=0.00000509
export IMPL_antenna_found_initial=0
export IMPL_fin_crit_sh=0.891
export IMPL_area_growth_pct=47.4
export IMPL_tightest_slew_ns=0.765
export IMPL_critical_path_class="input pin to primary output"
export IMPL_report_final_slew_viol_count=0
export IMPL_via_count=4256
export IMPL_initial_utilization=0.308
export IMPL_groute_usage_overall=0.180
export IMPL_cp_common_cell="fa_1"
export IMPL_ys_warn_count=0
export IMPL_crit_path_top_delay_cell="or4_1"
export IMPL_cts_hold_buf=0
export IMPL_top_area_frac=0.290
export IMPL_cp_max_fo=3
export IMPL_critical_path_max_stage_delay_ns=0.58
export IMPL_drtPass1Iterations=4
export IMPL_final_layout_size_suffix_gt1_frac=0.0118
export IMPL_pin_count=197
export IMPL_critPathRequiredTime_ns=44.40
export IMPL_outcome="finished, final reports clean"
export IMPL_via_per_inst=4.95
export IMPL_power_density_nw_per_um2=10.6
export IMPL_wl_per_cell_um=14.7
export IMPL_seq_area_um2=0
export IMPL_post_cts_setup_buffers=0
export IMPL_num_clock_buffers=0
export IMPL_maxCapViolations=0
export IMPL_area_leaders="fa_1, ha_1, xor2_1, nand2_1, o211ai_1"
export IMPL_die_area_um2=14700
export IMPL_period_needed_ns=49.47
export IMPL_grt_remaining_overflow=0
export IMPL_gp_congestion=0.880
export IMPL_setup_viol_count_final=0
export IMPL_totalWireLength_mm=12.6
export IMPL_port_buffers=196
export IMPL_ys_top_cells_by_count="nand2_1, ha_1, xor2_1, fa_1, o211ai_1"
export IMPL_die_x_um=121
export IMPL_leakage_uw=0.00258
export IMPL_netlist_instances=509
export IMPL_top_area_cell="fa_1"
export IMPL_n_antenna_cell=0
export IMPL_finalHoldWorstSlack_ns=23.10
export IMPL_fin_total_pwr_uw=66.7
export IMPL_final_antenna_net_count=0
export IMPL_rows=43
export IMPL_fmax_ghz=0.0202
export IMPL_synth_area_yosys_um2=4280
export IMPL_worstPathArrival_ns=38.37
export IMPL_synthDistinctLibCells=27
==> critical path, delay by kind of cell <==
| kind | cells | cell delay [ns] |
|---|---|---|
| AOI/OAI and AO/OA | 1 | 0.14 |
| xor gates and xnor gates | 1 | 0.17 |
| adders and majority gates | 63 | 24.51 |
| and+or+nand+nor | 5 | 1.36 |
| buffers and inverters | 4 | 1.10 |
==> metal layers <==
layer  GRT usage  part of all wire
met5           0                 0
met4      0.0231             0.013
met3      0.0360             0.076
met2       0.289              0.46
met1       0.262              0.45
==> stage by stage <==
| stage | cell area [µm²] | util | std cells | worst slack (ns) |
|---|---|---|---|---|
| after floorplan | 4280 | - | 509 | 7.78 |
| after global placement | 6300 | 0.454 | 860 | 6.03 |
| after detailed placement | 6300 | 0.454 | 860 | 6.03 |
| after CTS | 6300 | 0.454 | 860 | 5.95 |
| after global routing | 6300 | 0.454 | 860 | 5.08 |
| final | 6300 | 0.454 | 860 | 6.03 |
==> path summary, 6_finish.rpt <==
kind	from	endpoint	depth (start not counted)
worst min-delay path	control[1]	out[8]	4
worst max-delay path	data2[1]	zero	74
==> report_power, final <==
| group | switching, µW | internal [µW] | total [µW] | leakage, µW |
|---|---|---|---|---|
| Sequential | 0 | 0 | 0 | 0 |
| Combinational | 29.2 | 37.5 | 66.7 | 0.00258 |
| Clock | 0 | 0 | 0 | 0 |
| Total | 29.2 | 37.5 | 66.7 | 0.00258 |
==> layout make-up <==
cell class / instances / area (µm²)
Fill cell: 1315 / 7580
Multi-Input combinational cell: 472 / 4070
Timing Repair Buffer: 199 / 1970
Tap cell: 180 / 225
Inverter: 9 / 33.8
==> placed cells by master, fill, tap and decap left out, types with 4 or more instances in the layout <==
master | netlist | layout
buf_4 | 3 | 5
nor4_1 | 15 | 15
xor2_1 | 64 | 64
fa_1 | 62 | 62
o211ai_1 | 62 | 62
nand4_1 | 4 | 4
inv_1 | 9 | 9
ha_1 | 64 | 64
o21ai_0 | 60 | 60
nand2_1 | 124 | 124
clkdlybuf4s50_1 | 0 | 193
==> logic make-up (layout without fill, tap and decap cells) <==
family / after synthesis / in the layout / synth area share
buffers and inverters: 37 / 208 / 0.0480
adders and majority gates: 126 / 126 / 0.477
AOI/OAI and AO/OA: 128 / 128 / 0.189
and+or+nand+nor: 152 / 152 / 0.148
xor gates and xnor gates: 66 / 66 / 0.137
Power is estimated from default activity; no workload was simulated.
