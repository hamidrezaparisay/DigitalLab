## design/flow/design.v

```verilog
module ins_memory(ins_address,ins,clk);
input clk;
input [9:0] ins_address;
output [31:0] ins;
reg [31:0] ins_reg;
reg [7:0] a [1024:0];
assign ins[31:24]=a[ins_address];
assign ins[23:16]=a[ins_address+1];
assign ins[15:8]=a[ins_address+2];
assign ins[7:0]=a[ins_address+3];
initial begin
	a[0]=8'b00000001;
	a[1]=8'b01000000;
	a[2]=8'b00000101;
	a[3]=8'b00010011;
	a[4]=8'b00000000;
	a[5]=8'b00010000;
	a[6]=8'b00000101;
	a[7]=8'b10010011;
	a[8]=8'b00000000;
	a[9]=8'b00000000;
	a[10]=8'b00000110;
	a[11]=8'b00010011;
	a[12]=8'b00000000;
	a[13]=8'b10100101;
	a[14]=8'b10000100;
	a[15]=8'b01100011;
	a[16]=8'b00000000;
	a[17]=8'b10110110;
	a[18]=8'b00000110;
	a[19]=8'b00110011;
	a[20]=8'b00000000;
	a[21]=8'b00010101;
	a[22]=8'b10000101;
	a[23]=8'b10010011;
	a[24]=8'b11111110;
	a[25]=8'b00000000;
	a[26]=8'b00001101;
	a[27]=8'b11100011;
	a[28]=8'b00000000;
	a[29]=8'b11000000;
	a[30]=8'b00110000;
	a[31]=8'b00100011;
end
endmodule
```

## design/flow/run.sh

```bash
#!/bin/bash
# OpenROAD 26Q1-2900-gdf79404cd8, Yosys 0.63+post, stock flow scripts
make -C /OpenROAD-flow-scripts/flow DESIGN_CONFIG=/design/flow/config.mk WORK_HOME=/design/flow/orfs finish
```

## design/flow/config.mk

```make
export PLATFORM = sky130hd
export DESIGN_NAME = ins_memory
export DESIGN_NICKNAME = ins_memory
export VERILOG_FILES = /design/flow/design.v
export SDC_FILE = /design/flow/constraint.sdc
export NUM_CORES = 4
export LEC_CHECK = 1
export CORE_AREA = 10 10 83 83
export DIE_AREA = 0 0 93 93
export SYNTH_MEMORY_MAX_BITS = 65536
```

## design/flow/constraint.sdc

```tcl
current_design ins_memory

set clk_period 3.5
set clk_io_pct 0.2

create_clock -name clk0 -period $clk_period

set non_clock_inputs [all_inputs -no_clocks]
set_input_delay [expr $clk_period * $clk_io_pct] -clock clk0 $non_clock_inputs
set_output_delay [expr $clk_period * $clk_io_pct] -clock clk0 [all_outputs]
```

==> ds_physical_params.txt <==
Physical implementation characteristics

Parameter                              Value

Status
  Status .................. complete, no violations

STA
  Fmax .................. just under 0.3 GHz
  Final count of hold timing violations .................. 0
  Max-slew headroom at the worst pin .................. 77.85%
  Slew Viols, Final .................. 0
  Setup Total Neg Slack .................. 0 ns
  Setup repair after global routing missed its margin .................. true
  Final critical delay including setup and external delays .................. 3.434 ns
  Number of setup violations in the final report .................. 0
  Final-layout worst hold slack .................. 2.218 ns
  Final critical-path share of the clock period .................. between 90 and 100%
  Worst-Margin Slew .................. roughly 0.33 ns

Critical path
  Worst Setup Path Type .................. input port to primary output
  Largest fanout on the critical path .................. 5
  Req. time, crit path .................. 2.80 ns
  Element type at the critical path end .................. primary output
  Launching element type of the critical path .................. input port
  Signal arrival time at the worst endpoint .................. between 2 and 3 ns

Synth
  Aoi share .................. 38.16%
  Synth warn .................. 1
  Yosys adder share .................. 9.695%
  Register area share after synthesis .................. 0%
  Yosys stat area .................. approximately 0.0018 sq mm
  Post-synthesis share of cell area spent on xor and xnor gates .................. 9.695%
  Cells in synth_stat.txt .................. between 200 and 300
  Instance count of the mapped netlist .................. 277
  Cell area after technology mapping .................. 0.001807 sq mm
  Unique cell type count in the Yosys netlist .................. 55
  Fraction of the mapped netlist area in simple logic gates .................. 23.20%
  Area fraction in mux cells .................. 7.479%
  Post-synthesis area per instance .................. between 6 and 7 sq um
  Main combinational cell family by area after synthesis .................. AND-OR/OR-AND gates

Power and ir drop
  Maximum VDD drop .................. between 0.0001 and 0.00015 V
  Power per unit of standard cell area .................. approximately 180 mW/mm^2
  Leak pwr .................. ~1.2 nW

Layout
  Most common logic cell in the routed design .................. buf_4
  Top cells excl fill/tap .................. buf_4, nand2_1, clkdlybuf4s50_1
  Fraction of layout instances using a drive strength above 1 .................. a little under a third
  Area used by sequential logic in the layout .................. 0 sq um
  Synth-to-layout area growth .................. 61.43%
  Total of clock buffers placed in the layout .................. 0
  Number of fillers in the final layout .................. about 480
  Cell Count, Final, Fillers Out .................. about 430
  Area taken by multi-input logic gates .................. ~0.0017 sq mm
  Flop count .................. 0

Route
  WL/cell .................. ~14 microns
  Count of inserted antenna diode cells .................. 0
  1st-iter DRT viols .................. between 100 and 150
  Final wirelength .................. 6.257 mm
  Post-detailed-route DRC marker count .................. 0
  Via count .................. around 2300
  Count of antenna-violating nets left after detailed routing .................. 0
  Ratio of routed vias to standard cells .................. 5.363
  Length of the first detailed-routing pass in iterations .................. 4

Place
  Routability congestion estimate .................. between 0.8 and 0.9
  Detailed Place HPWL .................. 4.582 mm
  IO Port Bufs .................. 37
  Count of placed standard cells including taps .................. 421

GRT
  GR Util All Layers .................. about 14%
  Gr ovfl total .................. 0
  Pin count of the biggest net entering global routing .................. 21
  First-pass GRT wire length .................. between 10 and 15 mm
  Number of antenna violations at the first check in global routing .................. 0
  Via count of the first global-routing pass .................. around 2200

Die
  Number of ports placed on the die boundary .................. 43
  Die boundary width .................. about 93 microns
  Floorplan-stage core utilization .................. a little over a third
  Die Y .................. between 90 and 100 microns
  Core Area .................. 0.005140 sq mm
  Number of cell rows .................. 26
  Die ar. .................. ~0.0086 sq mm

Job
  Count of tool warnings .................. between 40 and 50
  Total of max-cap violations .................. 0

Worst hold path
  Hold/Removal Path Class .................. input port to primary output

Clocking
  Post-CTS Hold Buffers .................. 0
## routing by layer
| metal | routed length [microns] | global-route usage [%] | up-vias |
|---|---|---|---|
| met4 | 68 | 1.285 | 0 |
| met2 | 2973 | 23.19 | 61 |
| met5 | 0 | 0 | - |
| met3 | 260 | 0.9693 | 10 |
| met1 | 2954 | 19.30 | 1065 |
| li1 | - | - | 1186 |
## final timing paths
check,startpoint,end,slack [ns],cells after the start
worst max-delay path,ins_address[1],ins[2],0.07,10
worst min-delay path,ins_address[0],ins[13],2.22,4
## power breakdown
group	total [W]	switching, W	internal, W
Combinational	0.000527	0.000228	0.000299
Sequential	0	0	0
Clock	0	0	0
## synth_stat cells (all sizes together), types with 5 or more instances
cell type / number / share of area [%]
clkbuf: 13 / 2.7
ha: 14 / 9.7
nor3: 12 / 3.3
o22ai: 7 / 2.4
mux2i: 9 / 5.0
buf: 24 / 8.0
o21ai: 29 / 8.0
a21oi: 29 / 8.7
xor2: 5 / 5.5
nor2: 27 / 5.6
nand3: 6 / 2.6
nand2: 33 / 6.9
xnor2: 6 / 4.2
a211oi: 7 / 2.9
a31oi: 5 / 1.7
o211ai: 8 / 3.3
## cells by family after synthesis
family,after synthesis
adder cells (fa/ha/maj),14
multiplexers,13
buffers and inverters,42
XOR/XNOR,11
AND/OR/NAND/NOR,89
AND-OR/OR-AND,108
## layout make-up
class	instances	area share, %
Multi-Input combinational cell	236	58.17
Timing Repair Buffer	122	38.05
Tap cell	70	3.003
Inverter	5	0.7722
## per-stage QoR
stage / power (W) / cell area [sq um] / util, % / setup WS (ns)
final: 0.0005272 / 2917 / 56.74 / 0.06591
after global routing: 0.0005798 / 2917 / 56.74 / -0.06683
after CTS: 0.0005136 / 2838 / 55.21 / 0.006156
after floorplan: 0.0002428 / 1807 / - / 0.4575
after global placement: 0.0004777 / 2676 / 52.07 / -0.4305
after detailed placement: 0.0004793 / 2676 / 52.07 / -0.4355
## repair_timing
item / in CTS / in global routing
gates resized: 27 / 12
pin swaps: 5 / 5
setup buffers: 6 / 4
cloned: 1 / 1
setup endpoints to repair: 31 / 16
## worst max-delay path: stages
cell,delay [ns]
clkdlybuf4s15_2,0.24
clkinv_2,0.12
ha_2,0.22
a21oi_4,0.31
buf_6,0.16
xnor2_2,0.14
and2_1,0.16
o21ai_1,0.06
a21oi_1,0.14
clkdlybuf4s50_1,0.48
Power is estimated from default activity; no workload was simulated.
