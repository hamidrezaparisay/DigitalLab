==> flow/config.mk <==
export PLATFORM = sky130hd
export DESIGN_NAME = decoder
export DESIGN_NICKNAME = decoder
export VERILOG_FILES = /design/flow/design.v
export SDC_FILE = /design/flow/constraint.sdc
export NUM_CORES = 4
export LEC_CHECK = 1
export CORE_AREA = 10 10 70 70
export DIE_AREA = 0 0 80 80
==> flow/constraint.sdc <==
current_design decoder

set clk_period 1.5
set clk_io_pct 0.2

create_clock -name clk0 -period $clk_period

set non_clock_inputs [all_inputs -no_clocks]
set_input_delay [expr $clk_period * $clk_io_pct] -clock clk0 $non_clock_inputs
set_output_delay [expr $clk_period * $clk_io_pct] -clock clk0 [all_outputs]
==> flow/design.v <==
module decoder(x,y,z,w,enable,d);
input  w,x,y,z,enable;
output [15:0]d;
assign d[0]=(x) & (y) &(z)  & (w) & (enable) ;
assign d[1]=(x) & (y) &(z)  & (~w) & (enable) ;
assign d[2]=(x) & (y) &(~z)  & (w) & (enable) ;
assign d[3]=(x) & (y) &(~z) & (~w) & (enable) ;
assign d[4]=(x) & (~y) &(z)  & (w) & (enable) ;
assign d[5]=(x) & (~y) &(z) & (~w) & (enable) ;
assign d[6]=(x) & (~y) &(~z) & (w) & (enable) ;
assign d[7]=(x) & (~y) &(~z) & (~w) & (enable) ;
assign d[8]=(~x) & (y) &(z)  & (w) & (enable) ;
assign d[9]=(~x) & (y) &(z)  & (~w) & (enable) ;
assign d[10]=(~x) & (y) &(~z)  & (w) & (enable) ;
assign d[11]=(~x) & (y) &(~z) & (~w) & (enable) ;
assign d[12]=(~x) & (~y) &(z)  & (w) & (enable) ;
assign d[13]=(~x) & (~y) &(z) & (~w) & (enable) ;
assign d[14]=(~x) & (~y) &(~z) & (w) & (enable) ;
assign d[15]=(~x) & (~y) &(~z) & (~w) & (enable) ;
endmodule
==> flow/run.sh <==
#!/bin/bash
# OpenROAD 26Q1-2900-gdf79404cd8, Yosys 0.63+post, stock flow scripts
make -C /OpenROAD-flow-scripts/flow DESIGN_CONFIG=/design/flow/config.mk WORK_HOME=/design/flow/orfs finish
==> metrics.txt <==
# HELP chip_impl_metric Flow report values
# TYPE chip_impl_metric gauge
chip_impl_metric{name="worst-path-buf-inv",unit=""} 4
chip_impl_metric{name="antenna_violations_before_repair",unit=""} 0
chip_impl_metric{name="drt-vias-per-instance",unit=""} 2.83
chip_impl_metric{name="cap_viol_max_count",unit=""} 0
chip_impl_info{name="run_status",value="complete, no violations"} 1
chip_impl_metric{name="setup_viol_count_final",unit=""} 0
chip_impl_metric{name="die_x",unit="um"} 80
chip_impl_info{name="worst_path_dominant_cell_family",value="buffers and inverters"} 1
chip_impl_metric{name="synth_stat.cells",unit=""} 23
chip_impl_metric{name="grt_max_degree",unit=""} 8
chip_impl_metric{name="wl_per_cell",unit="um"} 9.55
chip_impl_metric{name="power_density",unit="nW/um^2"} 165
chip_impl_metric{name="chip_area",unit="um^2"} 6400
chip_impl_metric{name="port-buffer-count",unit=""} 21
chip_impl_metric{name="final_layout_size_suffix_gt1_share",unit="%"} 60.3
chip_impl_metric{name="drt_first_iter_violations",unit=""} 3
chip_impl_metric{name="grt_usage",unit="%"} 2.68
chip_impl_metric{name="die_h",unit="um"} 80
chip_impl_metric{name="totalNegativeSetupSlack",unit="ns"} 0
chip_impl_metric{name="seq_power_share",unit="%"} 0
chip_impl_metric{name="layout.area.comb",unit="um^2"} 176
chip_impl_info{name="slowest_stage",value="sky130_fd_sc_hd__clkdlybuf4s15_1"} 1
chip_impl_metric{name="design.core.area",unit="um^2"} 3420
chip_impl_metric{name="syn_area",unit="um^2"} 118
chip_impl_metric{name="dpl.hpwl",unit="um"} 766
chip_impl_metric{name="report.final.hold_viol_count",unit=""} 0
chip_impl_metric{name="max_stage_delay",unit="ns"} 0.21
chip_impl_metric{name="warning_count",unit=""} 32
chip_impl_metric{name="max_freq",unit="MHz"} 675
chip_impl_metric{name="stdcell_area",unit="um^2"} 523
chip_impl_metric{name="static-leakage-power",unit="nW"} 0.248
chip_impl_metric{name="drt_pass1_iterations",unit=""} 2
chip_impl_metric{name="peakVddDrop",unit="mV"} 0.0267
chip_impl_metric{name="worst_ep_arrival_time",unit="ns"} 1.18
chip_impl_metric{name="dr_vias",unit=""} 294
chip_impl_info{name="worstSetupStartpointType",value="input port"} 1
chip_impl_metric{name="cellInternalPower",unit="W"} 0.0000500
chip_impl_metric{name="synthesis.instances",unit=""} 23
chip_impl_metric{name="seq_area",unit="um^2"} 0
chip_impl_metric{name="crit_fanout",unit=""} 3
chip_impl_metric{name="antenna_cells",unit=""} 0
chip_impl_metric{name="layout_worst_path_cycle_share",unit="%"} 98.7
chip_impl_metric{name="route.antenna.remaining_nets",unit=""} 0
chip_impl_metric{name="number_of_warnings_printed_during_yosys_synthesis",unit=""} 0
chip_impl_metric{name="fp_util",unit="%"} 3.44
chip_impl_metric{name="area.growth.synth_to_final",unit="%"} 345
chip_impl_metric{name="netSwitchingFraction",unit="%"} 42.0
chip_impl_metric{name="yosys_area",unit="um^2"} 118
chip_impl_info{name="critPathKind",value="in2out"} 1
chip_impl_metric{name="post_route_core_utilization",unit="%"} 15.3
chip_impl_info{name="min-delay-path-class",value="in2out"} 1
chip_impl_info{name="crit_path_end_kind",value="primary output"} 1
chip_impl_metric{name="remaining_overflow_grt",unit=""} 0
chip_impl_metric{name="top_level_ports",unit=""} 21
chip_impl_metric{name="pwr-share-comb",unit="%"} 100.0
chip_impl_metric{name="num_rows",unit=""} 21
chip_impl_metric{name="worst_slew_pin_slew",unit="ns"} 0.167
chip_impl_metric{name="ff_count",unit=""} 0
chip_impl_metric{name="net_switching_power_of_the_design",unit="W"} 0.0000362
chip_impl_metric{name="filler_cell_count",unit=""} 398
chip_impl_metric{name="final_max_slew_viol_count",unit=""} 0
chip_impl_metric{name="first_global_vias",unit=""} 263
chip_impl_metric{name="worst-endpoint-required",unit="ns"} 1.20
chip_impl_info{name="crit_chain",value="buf_2, buf_6, nand3b_1, buf_4, nor3_1, clkdlybuf4s15_1"} 1
chip_impl_metric{name="synth.yosys.seq_area_share",unit="%"} 0
chip_impl_metric{name="synthesis.area_per_instance",unit="um^2"} 5.11
chip_impl_metric{name="drc_errors",unit=""} 0
chip_impl_metric{name="p_clk_share",unit="%"} 0
chip_impl_metric{name="finalWeightedCongestion",unit=""} 0.759
chip_impl_metric{name="timing.final.crit_period",unit="ns"} 1.48
chip_impl_metric{name="grt_first_pass_wirelength",unit="um"} 1400
chip_impl_metric{name="totalWireLength",unit="um"} 993
chip_impl_metric{name="instance_area_at_placement",unit="um^2"} 408
chip_impl_metric{name="synth.lib_cells_used.distinct",unit=""} 8
chip_impl_metric{name="timing.slew.headroom",unit="%"} 88.8
chip_impl_metric{name="n_clock_buffer",unit=""} 0
[synth_stat cells]
cell type / n / area [um^2]
sky130_fd_sc_hd__nand3b_1: 2 / 15.0
sky130_fd_sc_hd__nor3_1: 3 / 15.0
sky130_fd_sc_hd__nand3_1: 1 / 5.00
sky130_fd_sc_hd__nand2_1: 1 / 3.75
sky130_fd_sc_hd__nor2_1: 12 / 45.0
sky130_fd_sc_hd__nand2b_1: 2 / 12.5
sky130_fd_sc_hd__nor3_2: 1 / 10.0
sky130_fd_sc_hd__or3b_4: 1 / 11.3
[path summary, 6_finish.rpt]
| check | startpoint | endpoint | slack, ns | cells past startpoint |
|---|---|---|---|---|
| min | y | d[15] | 0.91 | 3 |
| max | enable | d[7] | 0.02 | 6 |
[what timing repair did]
action,in CTS,in global routing
buffers inserted,7,4
hold buffers,0,0
gates resized,61,5
pin swaps,12,3
endpoints found under the setup margin,16,7
[power groups by stage]
| stage | registers (W) | logic [W] | clock network (W) |
|---|---|---|---|
| finish | 0 | 0.0000861 | 0 |
| CTS | 0 | 0.0000756 | 0 |
| global route | 0 | 0.0000930 | 0 |
[stage by stage]
stage / total power, W / hold slack, ns / setup WS (ns) / std cells
floorplan: 0.0000140 / 0.613 / 0.434 / 23
global placement: 0.0000558 / 1.65 / -0.596 / 93
detailed placement: 0.0000564 / 1.65 / -0.607 / 93
CTS: 0.0000756 / 0.902 / 0.00520 / 100
global route: 0.0000930 / 0.929 / -0.0478 / 104
finish: 0.0000861 / 0.907 / 0.0189 / 104
[cells by family after synthesis]
kind of cell,count (synthesis),synth area share (%)
AND/OR/NAND/NOR,23,100
[worst min-delay path, cell delays in order]
cell and delay (ns):
sky130_fd_sc_hd__buf_4 0.15, sky130_fd_sc_hd__nor3_4 0.05, sky130_fd_sc_hd__buf_2 0.10
[placed cells by master, fill, tap and decap left out]
cell                              instances
sky130_fd_sc_hd__nor2_1                   7
sky130_fd_sc_hd__clkdlybuf4s15_1          1
sky130_fd_sc_hd__buf_4                   12
sky130_fd_sc_hd__nand3b_1                 2
sky130_fd_sc_hd__clkdlybuf4s50_1          2
sky130_fd_sc_hd__nor2_4                   1
sky130_fd_sc_hd__clkbuf_2                 1
sky130_fd_sc_hd__nand2_2                  1
sky130_fd_sc_hd__nor3_2                   1
sky130_fd_sc_hd__buf_2                    5
sky130_fd_sc_hd__nor2_2                   4
sky130_fd_sc_hd__nand2b_4                 2
sky130_fd_sc_hd__buf_6                    4
sky130_fd_sc_hd__or3b_4                   1
sky130_fd_sc_hd__nand3_4                  1
sky130_fd_sc_hd__nor3_1                   2
sky130_fd_sc_hd__nor3_4                   1
sky130_fd_sc_hd__buf_8                    1
sky130_fd_sc_hd__dlygate4sd2_1            9
[final cells by class]
cell class	instances	area share [%]
timing repair buffer	35	55.3
multi-input combinational	23	33.7
tap	46	11.0
[routing by layer]
| metal | vias up | wire [um] | track usage, % |
|---|---|---|---|
| li1 | 152 | - | - |
| met1 | 129 | 373 | 3.10 |
| met2 | 13 | 473 | 4.82 |
| met5 | - | 0 | 0 |
| met4 | 0 | 0 | 0 |
| met3 | 0 | 146 | 1.02 |
Power is estimated from default activity; no workload was simulated.
